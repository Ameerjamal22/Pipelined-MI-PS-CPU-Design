==> ./config.mk <==
export PLATFORM = sky130hd
export DESIGN_NAME = datapath
export DESIGN_NICKNAME = datapath
export VERILOG_FILES = /design/flow/design.v
export SDC_FILE = /design/flow/constraint.sdc
export NUM_CORES = 4
export LEC_CHECK = 1
export CORE_UTILIZATION = 40
==> ./constraint.sdc <==
current_design datapath

set clk_period 24.5
set clk_io_pct 0.2

create_clock -name clk0 -period $clk_period [get_ports {clk}]

set non_clock_inputs [all_inputs -no_clocks]
set_input_delay [expr $clk_period * $clk_io_pct] -clock clk0 $non_clock_inputs
set_output_delay [expr $clk_period * $clk_io_pct] -clock clk0 [all_outputs]
==> ./design.v <==
module alu(input	[15:0] a, b, 
		   input	[1:0]  alucont,
           output reg [15:0] result);
  always@(*)
    case(alucont[1:0])
      2'b00: result <= a + b;
      2'b01: result <= a & b;
      2'b10: result <= a - b; 
      default: result <= 16'bxxxxxxxxxxxxxxxx;
    endcase
endmodule
module regfile(input         clk, 
               input         RegWr, 
               input  [2:0]  Rs1, Rs2, Rd, 
               input  [15:0] WBus, 
               output reg [15:0] Bus1, Bus2);
	reg [15:0] rf[7:0];
	initial
		rf[0] = 0;
	always @(posedge clk)
		if (RegWr && Rd != 0)
			rf[Rd] <= WBus ;
  	assign Bus1 = (Rs1 != 0) ? rf[Rs1] : 0 ;
  	assign Bus2 = (Rs2 != 0) ? rf[Rs2] : 0 ;
endmodule
module adder(input  [15:0] a, b,
             output [15:0] y);
  assign y = a + b;
endmodule
module subtractor(input  [15:0] a, b,
				output	Z, N, V, 
             	output [15:0] y);
	assign y = a - b;
	assign N = y[15];
	assign V = (a[15] ^ b[15]) & (a[15] ^ y[15]);
	assign Z = ~|y;
endmodule
module signext #(parameter WIDTH = 8)  
				(input  [WIDTH-1:0] a,
				input	extendcont,
				output [15:0] y);
  assign y = extendcont ? {{(16-WIDTH){a[WIDTH-1]}}, a} : {{(16-WIDTH){1'b0}}, a};
endmodule
module flopr #(parameter WIDTH = 16)  
              (input                  clk, reset,
               input      [WIDTH-1:0] d, 
               output reg [WIDTH-1:0] q);
  always @(negedge clk, posedge reset)
    if (reset) q <= 0;
    else       q <= d;
endmodule
module flopenr #(parameter WIDTH = 16)
                (input                  clk, reset,
                 input                  en,
                 input      [WIDTH-1:0] d, 
                 output reg [WIDTH-1:0] q);
  always @(negedge clk, posedge reset)
    if      (reset) q <= 0;
    else if (en)    q <= d;
endmodule
module mux2 #(parameter WIDTH = 16)
             (input  [WIDTH-1:0] d0, d1, 
              input              s, 
              output [WIDTH-1:0] y);
  assign y = s ? d1 : d0; 
endmodule
module mux4 #(parameter WIDTH = 16)
             (input  [WIDTH-1:0] d0, d1, d2, d3,
              input  [1:0]       s, 
              output [WIDTH-1:0] y);
  assign y = s[1] ? (s[0] ? d3 : d2) : (s[0] ? d1 : d0); 
endmodule
module datapath(input         clk, reset,
				input  [1:0] RegSrc1, RegSrc2, RegDest, MEMWBdata, EXALUOp, PCSrc,
				input sign_extend_imm, MEMSignExtendMemData, EXALUSrc, EXMemDataIn,
    			input WBRegWr, EXRegWr, MEMRegWr, DMemWr, EXMemRd, EXMemWr, killF,
                output	Z, N, V, mode, stall,
                output [15:0] instrAddrF,
                input  [15:0] instrF,
                output [15:0] DataInM, ALUOutM,
                input  [15:0] DataOut, 
                output [3:0]  Opcode);
	wire [15:0] PCPlus2F, branchAddr, selectedInstruction;
	wire [15:0] untakenBranchPC;
	wire [15:0] PCNext;
	wire [1:0] ForwardBus1, ForwardBus2;
	wire ForwardME;
	wire [2:0] RegSrc1D, RegSrc2D, RegDestD;
	wire [15:0] Bus1D, Bus2D, SubOut, instrAddrD, PCPlus2D;
	wire [15:0] ForwardedData1, ForwardedData2, extendedImmediateD, extendedImmediateS, instrD;
	wire EXForwardME;
	wire [2:0] RegDestE;
	wire [15:0] ALUOutE, ALUIn2, SelectedDataIn, DataInE, extendedImmediateE, instrAddrE,
	Bus1E, Bus2E, PCPlus2E;
	wire [15:0] PCPlus2M, extendedDataOut, WrittenDataM;
	wire [2:0] RegDestM;
	wire [15:0] WrittenDataW;
	wire [2:0] RegDestW;
	hazard    h(RegDestE, RegDestM, RegSrc1D, RegSrc2D,
	EXRegWr, MEMRegWr, EXMemRd, DMemWr,
	ForwardME,
	ForwardBus1, ForwardBus2, 
	stall);
	mux2 #(16) untakenBranchMUX(PCPlus2F, instrAddrF, killF, untakenBranchPC);
	mux4 PCinput(untakenBranchPC, branchAddr, {instrAddrF[15:13], instrD[11:0], 1'b0}, Bus1D, PCSrc, PCNext);
	flopenr #(16) PC(clk, reset, ~stall, PCNext, instrAddrF);	 
	adder       pcadd1(instrAddrF, 16'b10, PCPlus2F);	 
	mux2 #(16) fetchedInstructionSelector(instrF, 16'b0000000000000000, killF, selectedInstruction);
	flopenr #(16) PCBufferF(clk, reset, ~stall, instrAddrF, instrAddrD);	 
	flopenr #(16) PCPlusBufferF(clk, reset, ~stall, PCPlus2F, PCPlus2D);	 
	flopenr #(16) FetchedInstrBufferF(clk, reset, ~stall, selectedInstruction, instrD);	 
	assign Opcode = instrD[15:12];
	assign mode = instrD[11];
	mux4 #(3) regSrc1Selector(instrD[8:6], instrD[7:5], 3'b111, 3'b000, RegSrc1, RegSrc1D);			
	mux4 #(3) regSrc2Selector(instrD[5:3], instrD[10:8], instrD[10:8], instrD[11:9], RegSrc2, RegSrc2D);
	mux4 #(3) regDestSelector(instrD[11:9], instrD[10:8], 3'b111, 3'b000, RegDest, RegDestD);
	regfile rf(clk, WBRegWr, RegSrc1D, RegSrc2D, RegDestW, WrittenDataW, Bus1D, Bus2D);
	mux4 #(16) ForwardBus1Selector(Bus1D, ALUOutE, WrittenDataM, WrittenDataW, ForwardBus1, ForwardedData1);
	mux4 #(16) ForwardBus2Selector(Bus2D, ALUOutE, WrittenDataM, WrittenDataW, ForwardBus2, ForwardedData2);
	signext #(5) itype_extender(instrD[4:0], sign_extend_imm, extendedImmediateD);
	adder branchAdder(extendedImmediateD, instrAddrD, branchAddr);
	subtractor sb(ForwardedData1, ForwardedData2, Z, N, V, SubOut);
	flopr #(16) ImmBufferE(clk, reset, extendedImmediateD, extendedImmediateE);
	flopr #(16) PCBufferE(clk, reset, instrAddrD, instrAddrE);
	flopr #(16) Bus1BufferE(clk, reset, ForwardedData1, Bus1E);
	flopr #(16) Bus2BufferE(clk, reset, ForwardedData2, Bus2E);
	flopr #(3) RdE(clk, reset, RegDestD, RegDestE);
	flopr #(16) PCPlusBufferE(clk, reset, PCPlus2D, PCPlus2E);
	flopr #(16) ExtendedSTypeImmediate(clk, reset, {{(7){instrD[8]}} ,instrD[8:0]}, extendedImmediateS);
	flopr #(1)  ForwardMEBuffer(clk, reset, ForwardME, EXForwardME);
	mux2 #(16) ALUInputSelector(Bus2E, extendedImmediateE, EXALUSrc, ALUIn2);
	alu ALU(Bus1E, ALUIn2, EXALUOp, ALUOutE);
	mux2 #(16) ForwardedMemDataSelector(Bus2E, DataOut, EXForwardME, DataInE);
	mux2 #(16) DataInSelector(DataInE, extendedImmediateS, EXMemDataIn, SelectedDataIn);
	flopr #(16) ALUOutBuffer(clk, reset, ALUOutE, ALUOutM);
	flopr #(16)	DataInBuffer(clk, reset, SelectedDataIn, DataInM);
	flopr #(16)	NextPCBuffer(clk, reset, PCPlus2E, PCPlus2M);
	flopr #(3)	RdMBuffer(clk, reset, RegDestE, RegDestM);
	signext #(8) MemDataExtender(DataOut[7:0], MEMSignExtendMemData, extendedDataOut);
	mux4 #(16) WBDataSelector(ALUOutM, DataOut, extendedDataOut, PCPlus2M, MEMWBdata, WrittenDataM);
	flopr #(16) WBDataBuffer(clk, reset, WrittenDataM, WrittenDataW);
	flopr #(3) RdWBuffer(clk, reset, RegDestM, RegDestW);	  
endmodule
module hazard(input [2:0] Rd2, Rd3, Rs1, Rs2, 
              input ExRegWr, MemRegWr, ExMemRd, DMemWr,
              output reg ForwardMemEx,
              output reg [1:0] ForwardBus1, ForwardBus2,
              output reg stall);
 	always @(*)
		begin
			ForwardBus1 = 2'b00; ForwardBus2 = 2'b00;
      		if (Rs1 != 0)
        		if (Rs1 == Rd2 & ExRegWr)
					ForwardBus1 = 2'b01 ;
        		else if (Rs1 == Rd3 & MemRegWr)
					ForwardBus1 = 2'b10 ;
      		if (Rs2 != 0)
        		if (Rs2 == Rd2 & ExRegWr)
					ForwardBus2 = 2'b01 ;
        		else if (Rs2 == Rd3 & MemRegWr)
					ForwardBus2 = 2'b10 ;
			ForwardMemEx = ExMemRd && DMemWr && Rd2 == Rd3 ;
			stall = ExMemRd && (ForwardBus1 == 1 || ForwardBus2 == 1) && !ForwardMemEx ;  
		end
endmodule
==> ./run.sh <==
#!/bin/bash
# OpenROAD 26Q1-2900-gdf79404cd8, Yosys 0.63+post, stock flow scripts
make -C /OpenROAD-flow-scripts/flow DESIGN_CONFIG=/design/flow/config.mk WORK_HOME=/design/flow/orfs finish
==> flow_summary.yaml <==
# generated from flow reports
run_status:
  status: "complete, no violations"
synth:
  avgSynthCellArea_um2: 10.0
  yosysSeqAreaShare: 0.508
  ys_async_sr_fraction: 0.604
  synth_flops: 323
  ys_cells: 1717
  ff_type: "dfrtn_1"
  synth_cells: 1717
  yosys_warnings: 9
  yosys_area_um2: 17200
  synth_area_um2: 17200
  synth.distinct_cells: 70
  synth-edff-count: 128
worst_hold_path:
  hp-class: "register to register"
  min_path_cells: 0
  min-delay-start: "PCPlusBufferE.q[7]"
  min_to: "NextPCBuffer.q[7]"
final_layout:
  syn_to_final_growth_pct: 18.6
  layout_top_cell: "nand2_1"
  final_cell_mix: "nand2_1, dfrtn_1, nor2_1"
  fillers: 3725
  design_area_um2: 20400
  instances_no_fill: 2402
  drive_gt1_frac: 0.102
sta:
  relSlewSlack: 0.404
  tightestPinTransition_ns: 0.894
  final_max_slew_viol_count: 0
  final.setup.tns_ns: 0
  fin_hold_ws_ns: 0.296
  rsz0062_at_grt: "no"
  finalSetupViolCount: 0
  finalHoldViolCount: 0
  fin_skew_ns: 0.0292
detailed_routing:
  drt-total-wl_um: 52200
  drtPass1Iterations: 5
  via_count: 13300
  wl_per_cell_um: 21.7
  antenna_left: 0
  drtIter0Drc: 843
  route.detailed.drc: 0
  avgViaCountPerCell: 5.55
cts:
  cts_tree: "built"
  clkTransAtPathRegs_ns: 0.04
  cts-root-buf: "clkbuf_16"
  cts.sinks: 323
  cts_hold_buf: 0
  clockBufferDepth: 3
  numCtsBuffers: 37
  clk_latency_ns: 0.56
  htreeDepth: 2
place:
  place_area_um2: 19100
  numPortBuffers: 112
  hpwl_um: 36600
  place.gp.congestion: 0.946
  post-place-cells: 2331
global_route:
  grt_max_degree: 103
  overflow: 0
  grtUsageTotal: 0.254
  antenna_found_initial: 3
  grt_pass1_wl_um: 79300
  grt_pass1_vias: 13100
floorplanning:
  die.size.y_um: 209
  rows: 75
  fp.dieW_um: 209
  fp_util: 0.408
  core_area_um2: 42100
  chip_area_um2: 43800
  ios: 114
worst_setup_path:
  r2r-end: "PC.q[10]"
  crit_path_start_kind: "register"
  rrSetupSlack_ns: 10.14
  cp_data_required_time_ns: 19.60
  worstSetupPathType: "register to output pin"
  max_stage_delay_ns: 0.39
  worstReg2RegStart: "rf.rf[5][10]"
  r2r_cells: 6
  critical_path.most_common_cell: "a21oi_1"
  critPathArrivalTime_ns: 19.00
  critPathSlowestCell: "ha_2"
  startpoint: "ImmBufferE.q[14]"
  endpoint_kind: "output pin"
  path_max_fanout: 8
power_and_ir_drop:
  peakVddDrop_v: 0.0000558
  p_comb_frac: 0.358
  power.share.sequential: 0.377
  switching_power_uw: 750
  power-per-cell-area_nw_per_um2: 104
  pwr-share-clk: 0.265
  swShare: 0.355
  internal_power_uw: 1360
  p_leak_uw: 0.00836
run:
  warning_count: 29
  maxCapViolations: 0
## per-layer routing
metal / global-route usage / share of wire / vias to the layer above
met1: 0.374 / 0.43 / 6405
met3: 0.0941 / 0.095 / 68
met4: 0.0512 / 0.022 / 4
li1: - / - / 6356
met5: 0.0133 / 0.0017 / -
met2: 0.376 / 0.45 / 506
## what timing repair did
action	4_1_cts	5_1_grt
setup buffers	0	1
resized	4	15
setup endpoints to repair	1	1
pin swaps	1	4
## kinds of logic (layout without fill, tap and decap cells)
group,count (synthesis),after routing,synth area share
DFF,323,323,0.508
other,1,18,0.000218
AOI/OAI and AO/OA,426,426,0.154
and+or+nand+nor,619,619,0.164
muxes,80,80,0.0662
xor gates and xnor gates,68,68,0.0347
adders and majority gates,51,51,0.0384
buffers and inverters,149,278,0.0344
## Yosys cell counts (4+ instances only)
| cell type | count | share of area |
|---|---|---|
| a211oi_1 | 50 | 0.022 |
| a21o_1 | 19 | 0.0083 |
| a21oi_1 | 128 | 0.037 |
| a31oi_1 | 14 | 0.0051 |
| and2_1 | 24 | 0.0087 |
| and3_1 | 19 | 0.0069 |
| buf_1 | 7 | 0.0015 |
| buf_2 | 5 | 0.0015 |
| buf_4 | 5 | 0.0022 |
| clkbuf_1 | 80 | 0.017 |
| dfrtn_1 | 195 | 0.28 |
| edfxtp_1 | 128 | 0.22 |
| ha_1 | 48 | 0.035 |
| inv_1 | 50 | 0.011 |
| mux2_2 | 19 | 0.012 |
| mux2i_1 | 36 | 0.021 |
| mux4_2 | 25 | 0.033 |
| nand2_1 | 284 | 0.062 |
| nand2b_1 | 30 | 0.011 |
| nand3_1 | 38 | 0.011 |
| nand3b_1 | 11 | 0.0048 |
| nand4_1 | 8 | 0.0029 |
| nor2_1 | 130 | 0.028 |
| nor2b_1 | 22 | 0.0080 |
| nor3_1 | 21 | 0.0061 |
| nor3b_1 | 4 | 0.0017 |
| o211ai_1 | 26 | 0.011 |
| o21a_1 | 13 | 0.0057 |
| o21ai_0 | 115 | 0.033 |
| o22ai_1 | 8 | 0.0029 |
| o311ai_0 | 10 | 0.0051 |
| o31ai_1 | 5 | 0.0022 |
| or2_2 | 4 | 0.0015 |
| or3_1 | 10 | 0.0036 |
| xnor2_1 | 45 | 0.023 |
| xor2_1 | 23 | 0.012 |
## worst max-delay path, delay by kind of cell (launching register included)
kind | cells | cell delay (ns)
adder cells (fa/ha/maj) | 2 | 0.73
flip-flops | 1 | 0.37
AND/OR/NAND/NOR | 10 | 2.21
XOR/XNOR | 1 | 0.08
AND-OR/OR-AND | 13 | 2.26
buffers and inverters | 4 | 0.57
## power groups by stage
stage / Combinational [µW] / Sequential, µW / Clock [µW]
finish: 758 / 797 / 559
global route: 832 / 812 / 592
CTS: 746 / 797 / 573
## layout make-up
type                    instances  area [µm²]  area share
diodes                          2        5.00    0.000246
clock buffers                  48        1040      0.0510
clock inverters                20         208      0.0102
inverters                      51         199     0.00976
multi-input cells            1260        8050       0.395
flip-flops and latches        323        8720       0.428
well taps                     539         674      0.0331
repair buffers                159        1490      0.0731
## per-stage QoR
stage	utilization	setup slack (ns)	power, µW
after floorplan	-	2.23	1250
after global placement	0.453	0.355	1540
after detailed placement	0.453	0.209	1540
after CTS	0.482	0.00734	2120
after global routing	0.484	0.212	2240
final	0.484	0.603	2110
## flip-flops by register name, indices dropped and copies added, names as in the netlist
signal                    count
Bus1BufferE.q                16
WBDataBuffer.q               16
RdWBuffer.q                   3
PCPlusBufferF.q              15
rf.rf                       128
RdE.q                         3
ImmBufferE.q                  1
RdMBuffer.q                   3
DataInBuffer.q               16
ALUOutBuffer.q               16
PCBufferF.q                  16
PC.q                         16
FetchedInstrBufferF.q        16
PCPlusBufferE.q              16
NextPCBuffer.q               16
ExtendedSTypeImmediate.q      9
ForwardMEBuffer.q             1
Bus2BufferE.q                16
## worst max path at each step
stage	to	slack, ns	cells past startpoint
after CTS	Z	0.007	30
after global routing	Z	0.21	30
final	Z	0.60	30
Power and IR drop assume default switching activity.
