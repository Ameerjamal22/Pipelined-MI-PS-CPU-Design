$ cat design/flow/memfile.dat
05
c0
58
1b
7f
33
1c
b3
00
e0
05
f0
00
52
02
72
02
63
00
45
01
d0
04
75
b1
36
d1
36
06
76
06
69
$ cat design/flow/run.sh
#!/bin/bash
# OpenROAD 26Q1-2900-gdf79404cd8, Yosys 0.63+post, stock flow scripts
make -C /OpenROAD-flow-scripts/flow DESIGN_CONFIG=/design/flow/config.mk WORK_HOME=/design/flow/orfs finish
$ cat design/flow/config.mk
export PLATFORM = sky130hd
export DESIGN_NAME = dmem
export DESIGN_NICKNAME = dmem
export VERILOG_FILES = /design/flow/design.v
export SDC_FILE = /design/flow/constraint.sdc
export NUM_CORES = 4
export LEC_CHECK = 1
export CORE_UTILIZATION = 50
$ cat design/flow/constraint.sdc
current_design dmem

set clk_period 7.6
set clk_io_pct 0.2

create_clock -name clk0 -period $clk_period [get_ports {MemRd}]
create_clock -name clk1 -period $clk_period [get_ports {clk}]

set non_clock_inputs [all_inputs -no_clocks]
set_input_delay [expr $clk_period * $clk_io_pct] -clock clk0 $non_clock_inputs
set_output_delay [expr $clk_period * $clk_io_pct] -clock clk0 [all_outputs]
$ cat design/flow/design.v
module dmem(
			input clk, MemRd, MemWr,
			input [15:0] address,
			input [15:0] DataIn,
            	output reg [15:0] Dataout );
	reg  [7:0] RAM[31:0];
	always @(negedge clk) 
		if (MemWr)
			begin
      			RAM[address] <= DataIn[7:0] ;
	  			RAM[address + 1] <= DataIn[15:8] ;
			end
	always @(posedge MemRd)
		if (MemRd)
			Dataout <= {RAM[address+1], RAM[address]} ; 
endmodule
module imem(input  [15:0] PC,
            output reg [15:0] instruction );
	reg  [7:0] RAM[63:0] ;
 	initial
    		begin
      		$readmemh("memfile.dat",RAM) ;
    		end
	always@(*)
 	 	instruction <= {RAM[PC+1], RAM[PC]};
endmodule
==> run_results.csv <==
group,metric,value,unit
route,routedWlPerCell,27.47,um
global_route,grt_pass1_vias,12200,
finish,layout.cells.non_filler,1771,
setup_path,start_kind,"primary input",
route,dr.pass1.iters,8,
route,ant_nets,0,
synth,yosys_area,16270,um2
placement,dp_slack,-0.08603,ns
final_timing,setup_viol,0,
die,die_w,182.4,um
die,die-area,33260,um2
synth,ys_seq_frac,0.4922,
final_timing,rsz0062_at_grt,"false",
die,core_area,31800,um2
final_timing,setup_slack,0.4835,ns
power,power.switching_fraction,0.2952,
route,via_per_inst,6.152,
setup_path,crit_fanout,9,
run_status,outcome,"finished clean",
synth,yosys_warnings,1,
global_route,grt-ovfl-total,0,
route,num_vias,10900,
synth,netlist_area,16270,um2
route,wl,48650,um
placement,dpl_cell_area,17700,um2
route,drt_iter0_drc,629,
setup_path,cp_slowest_cell,"clkdlybuf4s50_1",
clock_tree,cts_hold_buffers,0,
final_timing,drv_slew,0,
global_route,grt_max_degree,86,
placement,dp_cells,1461,
synth,flop_cell,"edfxtp_1",
clock_tree,cts_tree,"yes",
final_timing,hold_viol_final,0,
run,maxCapViolCount,0,
placement,io_buffers,38,
global_route,grt_pass1_wl,72300,um
final_timing,tightest_slew,0.9036,ns
synth,avgSynthCellArea,16.42,um2
die,rows,65,
clock_tree,cts_sinks,272,
synth,ys.flops,272,
power,intPower,3.018,mW
run,tool_warnings,298,
route,wl_met3,6550,um
finish,postLayoutCoreUtil,0.6182,
placement,hpwl,31120,um
finish,syn_to_final_growth,20.84,%
route,routed.top_layer,"met5",
global_route,grt_usage,0.3316,
synth,yosysTopAreaCell,"edfxtp_1",
synth,synth-edff-count,256,
clock_tree,postCtsSetupRepairBufs,0,
finish,final_layout_size_suffix_gt1_frac,0.4536,
power,clkPwrFrac,0.467,
power,combPwrFrac,0.130,
die,fp_util,0.5116,
power,ir_drop,160.2,uV
setup_path,cp_data_required_time,4.09,ns
finish,fin_area,19660,um2
power,power.switching,1.264,mW
synth,synth.yosys.num_cells,991,
clock_tree,post_cts_resized,0,
die,ios,51,
synth,synthTopCellsByCount,"mux2_2 (269), edfxtp_1 (256), mux4_2 (128)",
synth,synthArstFlopShare,0,
route,drt-met1-wl,17620,um
die,die.size.y,182.4,um
power,seq_power_share,0.403,
clock_tree,clk_pin_slew,0.05,ns
route,met2WireLength,23500,um
synth,ys_types,51,
setup_path,path_cells,"clkdlybuf4s50_1 > buf_4 > buf_4 > nand2_1 > nor2_1 > a21oi_1 > o22ai_2 > nand3_2 > o21ai_0 > buf_4",
setup_path,critPathArrivalTime,3.60,ns
placement,gp_routability_congestion,1.002,
synth,top_cell_area_share,0.4725,
route,antennaDiodeCount,0,
power,power_density,217.8,nW/um2
power,p_leak,7.627,nW
setup_path,critical_path_class,"in2reg",
worst_hold_path,hold_class,"in2reg",
synth,top_cells_by_area,"edfxtp_1 (47%), mux2_2 (19%), mux4_2 (18%), dfxtp_1 (2.0%), o22ai_1 (1.5%)",
route,drc,0,
setup_path,worst_path_largest_cell_delay,0.48,ns
final_timing,worst_slew_margin_rel,0.3930,
final_timing,fin_setup_tns,0,ns
setup_path,crit_top_cell,"buf_4",
setup_path,end_kind,"register",
synth,synthCells,991,
global_route,antenna_found_initial,0,
synth,synth_dominant_cell_count,"mux2_2",
## worst max-delay path: cells and delay by family
family | cells | cell delay [ns]
simple gates | 3 | 0.54
compound gates | 3 | 0.54
buf+inv | 4 | 1.00
## flip-flops by register name, summed over array words and instances, names as in the netlist
signal   count
Dataout     16
RAM        256
## routing by layer
| metal | track usage | up-vias |
|---|---|---|
| met1 | 0.4323 | 5489 |
| met5 | 0.01481 | - |
| met3 | 0.2090 | 65 |
| met4 | 0.09008 | 2 |
| li1 | - | 4774 |
| met2 | 0.4849 | 566 |
## stage by stage
stage               power (mW)  hold slack, ns
finish                   4.282           2.161
global placement         2.482           2.188
CTS                      4.341           2.146
global route             4.545           2.212
detailed placement       2.494           2.181
floorplan                2.281           1.778
## cells by family (layout without fill, tap and decap cells)
family	after synthesis	after routing	share of synthesized area
simple gates	89	89	0.04830
fa+ha+maj	5	5	0.003846
buf+inv	111	456	0.03415
flops	272	272	0.4922
compound gates	97	97	0.04584
xor+xnor	2	2	0.001077
mux	415	415	0.3746
## placed cells by master (no fill, tap or decap), types with 7 or more instances in the layout
cell	n
a221oi_1	9
a22oi_1	8
a32oi_1	22
buf_12	18
buf_4	85
clkbuf_16	32
clkdlybuf4s50_1	36
clkinvlp_2	9
dfxtp_1	16
edfxtp_1	256
inv_1	265
mux2_2	269
mux2i_1	17
mux4_2	128
nand2_1	10
nand2b_1	9
nand4_1	9
nor2_4	15
nor2_8	12
o22ai_1	33
o22ai_2	7
## final timing paths
| check | start | to | slack (ns) | cells past startpoint |
|---|---|---|---|---|
| min in group clk1 | address[0] | RAM[0][2] | 5.84 | 6 |
| max in group clk0 | RAM[7][2] | Dataout[10] | 1.45 | 4 |
| max reg2reg | RAM[7][2] | Dataout[10] | 1.45 | 4 |
| max | address[3] | RAM[3][1] | 0.48 | 10 |
| min reg2reg | RAM[24][1] | Dataout[1] | 4.92 | 3 |
| min | address[0] | Dataout[15] | 2.16 | 7 |
## power by group through the flow
stage | Clock (mW) | Combinational (mW) | Sequential (mW)
after CTS | 2.06 | 0.553 | 1.73
final | 2.00 | 0.555 | 1.73
after global routing | 2.23 | 0.586 | 1.73
## cell type report
cell class,count,area [um2]
fillers,2275,12140
flip-flops and latches,272,8008
multi-input cells,608,7752
repair buffers,140,1370
clock inverters,278,1151
clock buffers,33,814.5
well taps,435,544.3
inverters,5,18.77
Power figures rest on the tool's default switching activity, not on a simulated workload.
